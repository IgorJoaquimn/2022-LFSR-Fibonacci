### flow/design.v
module register11bits(clk,saida);
    output wire [11:1] saida;
    input clk;
    reg [11:1] memory;
    initial memory = 11'd2047; 
    assign saida = memory;
    reg retro;
    always @(posedge clk) begin
        retro =  memory[9] ^ memory[11];
        memory[11]  <= memory[10];
        memory[10]  <= memory[9];
        memory[9]   <= memory[8];
        memory[8]   <= memory[7];
        memory[7]   <= memory[6];
        memory[6]   <= memory[5];
        memory[5]   <= memory[4];
        memory[4]   <= memory[3];
        memory[3]   <= memory[2];
        memory[2]   <= memory[1];
        memory[1]   <= retro;
    end
endmodule
### flow/run.sh
#!/bin/bash
# OpenROAD 26Q1-2900-gdf79404cd8, Yosys 0.63+post, stock flow scripts
make -C /OpenROAD-flow-scripts/flow DESIGN_CONFIG=/design/flow/config.mk WORK_HOME=/design/flow/orfs finish
### flow/config.mk
export PLATFORM = sky130hd
export DESIGN_NAME = register11bits
export DESIGN_NICKNAME = register11bits
export VERILOG_FILES = /design/flow/design.v
export SDC_FILE = /design/flow/constraint.sdc
export NUM_CORES = 4
export LEC_CHECK = 1
export CORE_AREA = 10 10 70 70
export DIE_AREA = 0 0 80 80
### flow/constraint.sdc
current_design register11bits

set clk_period 1.0
set clk_io_pct 0.2

create_clock -name clk0 -period $clk_period [get_ports {clk}]

set non_clock_inputs [all_inputs -no_clocks]
set_input_delay [expr $clk_period * $clk_io_pct] -clock clk0 $non_clock_inputs
set_output_delay [expr $clk_period * $clk_io_pct] -clock clk0 [all_outputs]
==> reports/qor.txt <==
outcome - finished clean
clock transition at the register clock pins on the worst setup and hold paths after CTS - 0.06 ns
number of top-level pins - 12
FF+latch count, synth - 11
setup repair after global routing missed its margin - false
antenna-violating nets left - 0
Worst path max stage delay - 0.32 ns
number of buffers created by CTS - 3
reported max-cap violation count - 0
Synth top area share - 96.2%
Worst setup SP type - flip-flop
# setup viols final - 0
sum of routed wire length over all layers - 557 um
Post-Route Utilization - 13.2%
met3 Track Usage GR - 2.84%
cell type with the largest total area - dfxtp_1
Hold-fix buffers, CTS - 0
post-synthesis cell area - 229 um^2
Largest register FFs - 11
Max VDD drop - 0.000646 V
largest registers in the final layout - memory: 11 flops
cell with the largest stage delay on the worst path - dfxtp_2
IO buf count - 11
power density of the placed cells - 1600 mW/mm^2
Commonest flop - dfxtp_1
initial antenna violation count - 0
Die Span Y - 80 um
remaining global-route overflow - 0
worst path arrival time - 0.75 ns
EDFF count, synth - 0
share of the clock period used by the worst path - 94.7%
initial detailed-routing violation count - 1
Total Power - 0.721 mW
leading cell types by total area after synthesis - dfxtp_1 (96%), xor2_1 (3.8%)
cell family with most CP delay - flip-flops
synthesized netlist cell count - 12
Synth Warn # - 1
number of slew-limit violations in the final report - 0
wire length of the first global-routing pass - 862 um
global route hottest layer - met3
area figure in the yosys stat output - 229 um^2
maximum root-to-sink buffer count - 2
H-tree level count - 1
chain of cells forming the critical path - clkdlybuf4s15_1
Worst Slack Setup Final - 0.0532 ns
final worst path period need - 0.947 ns
highest achievable clock rate - 1.06 GHz
Max Fanout on Critical Path - 2
Global Route Usage Sum - 1.89%
gpl congestion - 0.689
iteration tally of the first detailed-router pass - 2
multi-input gate area in the final layout - 8.76 um^2
Total Negative Setup Slacks - 0 ns
classification of the worst-slack hold path - reg -> reg
post-synthesis area per instance - 19.1 um^2
TritonCTS clock tree - built
Setup CP Type - reg -> out
sequential standard cell area - 234 um^2
site row count - 21
Worst-Margin Slew - 0.190 ns
Critical Path RT - 0.80 ns
clock skew after layout - 0.00408 ns
nature of the critical path endpoint - output pin
post-synthesis cell count from yosys - 12
share of cells above drive strength 1 - 75.0%
overall die area - 0.00640 mm^2
Filler Cell Count - 387
most popular library cell in the synthesized design by count - dfxtp_1
area after detailed placement - 419 um^2
Core ar. - 0.00342 mm^2
Seq/Total Area, Yosys - 96.2%
share of async-settable or async-resettable flops after synthesis - 0%
P_leak - 0.197 nW
post-placement worst setup slack - 0.000349 ns
relative max-transition margin - 87.3%
most flop-heavy register - memory
GR Layer Usage met1 - 2.36%
GR Layer Usage met2 - 1.61%
total non-filler cell area in the finished layout - 449 um^2
synthesis-to-layout area growth - 96.2%
average wire length per cell after detail routing - 7.14 um
top cell types by occurrence after synthesis - dfxtp_1 (11), xor2_1 (1)
detailed placement HPWL - 444 um
clock latency on the worst-skew pair - 0.26 ns
number of sinks driven by the clock tree - 11
total antenna diodes in the routed design - 0
warning total across the stage logs - 25
DRC errors left - 0
via count of the routed design - 155
Critical path buffers and inverters - 1
Final Hold Violating Endpoints - 0
vias in the first global route - 173
library cells used by synthesis - 2
maximum number of pins on one net before global-route repair - 7
Horiz. Die Dim - 80 um
floorplan core density - 6.70%
Via-to-Cell Ratio - 1.99
CTS Root Cell - clkbuf_4
-- routing by layer --
layer  share of wire [%]  wire [um]
met1                  50        276
met3                  27        151
met4                   0          0
met2                  23        129
met5                   0          0
-- final timing paths --
kind              start        end  slack, ns  cells after the start
min reg2reg   memory[8]  memory[9]       0.35                      0
min           memory[8]  memory[9]       0.35                      0
max reg2reg  memory[11]  memory[1]       0.17                      3
max           memory[6]   saida[6]       0.05                      1
-- cell usage in the layout (no fill, tap or decap) --
master | netlist | final
dfxtp_2 | 0 | 11
clkdlybuf4s15_1 | 0 | 6
clkbuf_2 | 0 | 5
buf_4 | 0 | 5
clkbuf_4 | 0 | 3
xor2_1 | 1 | 1
clkbuf_1 | 0 | 1
-- kinds of logic (layout without fill, tap and decap cells) --
family | after synthesis | in the layout | synth area share [%]
XOR/XNOR | 1 | 1 | 3.83
buffers and inverters | 0 | 20 | 0
flip-flops | 11 | 11 | 96.2
-- stage by stage --
step	cells	hold slack [ns]
2_1_floorplan	12	0.310
3_3_place_gp	72	0.339
3_5_place_dp	72	0.341
4_1_cts	78	0.350
5_1_grt	78	0.355
6_report	78	0.347
-- layout make-up --
cell class	count	share of cell area [%]
clock buffer	4	5.85
multi-input combinational	1	1.95
sequential	11	52.1
tap	46	12.8
timing repair buffer	16	27.3
-- where the power goes --
| group | leakage (nW) | internal, mW | switching [mW] | total [mW] |
|---|---|---|---|---|
| Combinational | 0.0875 | 0 | 0 | 0.0000000875 |
| Clock | 0.0150 | 0.154 | 0.129 | 0.283 |
| Sequential | 0.0943 | 0.438 | 0 | 0.438 |
| Total | 0.197 | 0.591 | 0.129 | 0.721 |
-- timing repair --
action	CTS	global route
resized	33	5
buffers inserted	2	0
setup endpoints to repair	11	5
Power is estimated from default activity; no workload was simulated.
