### flow/config.mk
export PLATFORM = sky130hd
export DESIGN_NAME = LFSR
export DESIGN_NICKNAME = LFSR
export VERILOG_FILES = /design/flow/design.v
export SDC_FILE = /design/flow/constraint.sdc
export NUM_CORES = 4
export LEC_CHECK = 1
export CORE_AREA = 10 10 80 80
export DIE_AREA = 0 0 90 90
### flow/constraint.sdc
current_design LFSR

set clk_period 1.2
set clk_io_pct 0.2

create_clock -name clk0 -period $clk_period [get_ports {clock}]

set non_clock_inputs [all_inputs -no_clocks]
set_input_delay [expr $clk_period * $clk_io_pct] -clock clk0 $non_clock_inputs
set_output_delay [expr $clk_period * $clk_io_pct] -clock clk0 [all_outputs]
### flow/design.v
module LFSR(clock,clear,out);
    input clock, clear;
  	output out;
    reg [18:1] memory;
    initial memory = 18'd1; 
    assign out = memory[18];
    reg retro;
    always @(posedge clock) begin
        if(clear == 1) memory = 18'd1;
        retro        = memory[11] ^ memory[18];
        memory[18]  <= memory[17];
        memory[17]  <= memory[16];
        memory[16]  <= memory[15];
        memory[15]  <= memory[14];
        memory[14]  <= memory[13];
        memory[13]  <= memory[12];
        memory[12]  <= memory[11];
        memory[11]  <= memory[10];
        memory[10]  <= memory[9];
        memory[9]   <= memory[8];
        memory[8]   <= memory[7];
        memory[7]   <= memory[6];
        memory[6]   <= memory[5];
        memory[5]   <= memory[4];
        memory[4]   <= memory[3];
        memory[3]   <= memory[2];
        memory[2]   <= memory[1];
        memory[1]   <= retro;
    end
endmodule
### flow/run.sh
#!/bin/bash
# OpenROAD 26Q1-2900-gdf79404cd8, Yosys 0.63+post, stock flow scripts
make -C /OpenROAD-flow-scripts/flow DESIGN_CONFIG=/design/flow/config.mk WORK_HOME=/design/flow/orfs finish
==> flow_metrics.env <==
# yosys + openroad results
export IMPL_status="completed"
export IMPL_n_antenna_cell=0
export IMPL_numSynthFlops=18
export IMPL_crit_path_end_kind="primary output"
export IMPL_overflow=0
export IMPL_grt_pass1_wl_um=972
export IMPL_edf_count=0
export IMPL_antenna_found_initial=0
export IMPL_cts_tree="built"
export IMPL_tool_warnings=25
export IMPL_crit_type="reg -> out"
export IMPL_grt_pass1_vias=226
export IMPL_cp_cell_sequence="dlygate4sd2_1"
export IMPL_top_area_share_pct=72.4
export IMPL_rsz0062_at_grt="false"
export IMPL_vias=226
export IMPL_flop_cell="dfxtp_1"
export IMPL_fp_coreArea_mm2=0.00472
export IMPL_worstPathRequired_ps=960
export IMPL_max_slew_margin_pct=76.2
export IMPL_power_density_mw_per_mm2=1580
export IMPL_cp_num_cells=1
export IMPL_syn_area_per_cell_um2=13.1
export IMPL_fill_cells=537
export IMPL_top_area_cell="dfxtp_1"
export IMPL_synth_async_reset_ratio_pct=0
export IMPL_ys_top_cells_by_area="dfxtp_1, nor2b_1, and2b_1"
export IMPL_worst_hold_slack_ps=413
export IMPL_power_leakage_uw=0.000251
export IMPL_r2r_end="memory[1]"
export IMPL_clkLatencyLatePin_ps=240
export IMPL_largestRegisters="memory x18"
export IMPL_largest_register="memory"
export IMPL_cp_top_family="flip-flops"
export IMPL_vdd_ir_drop_max_uv=713
export IMPL_hp_class="reg -> reg"
export IMPL_drt_iter0_markers=2
export IMPL_synthTopCellsByCount="dfxtp_1, nor2b_1, and2b_1"
export IMPL_synthCells=38
export IMPL_power_uw=1010
export IMPL_combGateArea_um2=126
export IMPL_hold_violations=0
export IMPL_post_synth_num_cell_types=7
export IMPL_flop_area_um2=362
export IMPL_slew_viol_final=0
export IMPL_syn_area_um2=498
export IMPL_antenna_left=0
export IMPL_final_setup_viol_count=0
export IMPL_vias_per_cell=2.05
export IMPL_cts_sink_count=18
export IMPL_fp_util_pct=10.5
export IMPL_ios=3
export IMPL_placed_area_um2=598
export IMPL_clk_pin_slew_ps=60
export IMPL_max_clock_freq_mhz=956
export IMPL_drive_above_1_share_pct=11.6
export IMPL_htree_levels=1
export IMPL_finClkSkew_ps=1.30
export IMPL_gp_congestion=0.721
export IMPL_top_cell="dfxtp_1"
export IMPL_portBuffers=2
export IMPL_die_y_um=90
export IMPL_rr_worst_depth=2
export IMPL_yosysCellCount=38
export IMPL_critPathBufInv=1
export IMPL_grt_start_max_net_pins=14
export IMPL_critPathLaunchType="flip-flop"
export IMPL_fin_util_pct=13.5
export IMPL_ys_seq_share_pct=72.4
export IMPL_cts_buffers=3
export IMPL_period_needed_ps=1050
export IMPL_row_count=25
export IMPL_arrival_ps=810
export IMPL_first_pass_iters=2
export IMPL_cts_buffer_depth=2
export IMPL_maxCapViolCount=0
export IMPL_r2r_slack_ps=500
export IMPL_crit_path_max_fanout=2
export IMPL_area_growth_pct=28.4
export IMPL_critPathCapture="out"
export IMPL_chip_area_mm2=0.00810
export IMPL_critPathSlowestCell="dfxtp_2"
export IMPL_grt_use_total_pct=1.45
export IMPL_die_w_um=90
export IMPL_largest_reg_flops=18
export IMPL_finalCritPeriodShare_pct=87.2
export IMPL_tightest_slew_ps=355
export IMPL_post_cts_buffers=0
export IMPL_startpoint="memory[18]"
export IMPL_cpPeakStageDelay_ps=320
export IMPL_cts_root_buffer="clkbuf_8"
export IMPL_wl_per_cell_um=5.37
export IMPL_routed_wl_um=591
export IMPL_yosys_area_um2=498
export IMPL_r2r_start="memory[11]"
export IMPL_fin_area_um2=639
export IMPL_route_detailed_drc=0
export IMPL_synth_warnings=1
-- layout make-up --
type | instances | share of cell area, %
clock buffer | 3 | 6.46
multi-input combinational | 19 | 19.8
sequential | 18 | 56.6
timing repair buffer | 3 | 4.11
tap | 67 | 13.1
-- kinds of logic (layout without fill, tap and decap cells) --
family	Yosys count	count (layout)	synth area share, %
AND/OR/NAND/NOR	18	18	23.6
flip-flops	18	18	72.4
buffers and inverters	1	6	2.26
XOR/XNOR	1	1	1.76
-- metal layers --
metal | GRT usage (%) | up-vias | share of wire, %
met1 | 2.15 | 100 | 60
met2 | 1.76 | 3 | 37
met5 | 0 | - | 0
met3 | 0.671 | 0 | 3.6
met4 | 0.531 | 0 | 0
li1 | - | 123 | -
-- how the worst min path moves through the flow --
stage,from,end,slack [ps],depth (start not counted)
after CTS,memory[1],memory[2],410,1
after global routing,memory[13],memory[14],450,1
final,memory[1],memory[2],410,1
-- metrics by stage --
step                setup TNS (ps)  cells  worst slack (ps)
global placement              -634    107             -64.9
finish                           0    110               154
global route                     0    110              93.7
CTS                              0    110               132
floorplan                        0     38               524
detailed placement           -1110    107              -105
-- placed cells by master, fill, tap and decap left out --
master            n
dfxtp_1          17
nor2b_1          10
and2b_1           6
clkbuf_8          3
xnor2_1           1
nor2_1            1
or2_1             1
clkdlybuf4s50_1   1
dfxtp_2           1
dlygate4sd2_1     1
buf_4             1
-- what timing repair did --
item / in CTS / in global routing
resized: 2 / 0
endpoints found under the setup margin: 1 / 0
hold buffers: 0 / 0
-- report_power, final --
part	total, µW	leakage [µW]	internal [µW]	switching [µW]
sequential	607	0.000146	605	1.73
clock	386	0.0000216	222	164
combinational	19.2	0.0000833	10.4	8.84
total	1010	0.000251	837	175
Power and IR drop assume default switching activity.
