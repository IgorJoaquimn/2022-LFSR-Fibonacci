==> ./design.v <==
module register16bits(clk,saida);
    output wire [16:1] saida;
    input clk;
    reg [16:1] memory;
    initial memory = 16'd123; 
    assign saida = memory;
    reg retro;
    always @(posedge clk) begin
        retro        = ((memory[16] ^ memory[15]) ^ memory[13]) ^ memory[4];
        memory[16]  <= memory[15];
        memory[15]  <= memory[14];
        memory[14]  <= memory[13];
        memory[13]  <= memory[12];
        memory[12]  <= memory[11];
        memory[11]  <= memory[10];
        memory[10]  <= memory[9];
        memory[9]   <= memory[8];
        memory[8]   <= memory[7];
        memory[7]   <= memory[6];
        memory[6]   <= memory[5];
        memory[5]   <= memory[4];
        memory[4]   <= memory[3];
        memory[3]   <= memory[2];
        memory[2]   <= memory[1];
        memory[1]   <= retro;
    end
endmodule
==> ./run.sh <==
#!/bin/bash
# OpenROAD 26Q1-2900-gdf79404cd8, Yosys 0.63+post, stock flow scripts
make -C /OpenROAD-flow-scripts/flow DESIGN_CONFIG=/design/flow/config.mk WORK_HOME=/design/flow/orfs finish
==> ./config.mk <==
export PLATFORM = sky130hd
export DESIGN_NAME = register16bits
export DESIGN_NICKNAME = register16bits
export VERILOG_FILES = /design/flow/design.v
export SDC_FILE = /design/flow/constraint.sdc
export NUM_CORES = 4
export LEC_CHECK = 1
export CORE_AREA = 10 10 70 70
export DIE_AREA = 0 0 80 80
==> ./constraint.sdc <==
current_design register16bits

set clk_period 1.4
set clk_io_pct 0.2

create_clock -name clk0 -period $clk_period [get_ports {clk}]

set non_clock_inputs [all_inputs -no_clocks]
set_input_delay [expr $clk_period * $clk_io_pct] -clock clk0 $non_clock_inputs
set_output_delay [expr $clk_period * $clk_io_pct] -clock clk0 [all_outputs]
==> results.txt <==
Status of the implementation.

- The flow ran to the end, and the final reports show no timing, DRC or antenna violations.
- The report puts the hold buffer count at CTS at 0.
- On the critical path, the stage with the largest delay is an instance of clkdlybuf4s50_1.
- TritonCTS created 3 clock buffers.
- As logged by OpenROAD, the buffers inserted on ports number 16.
- The row count is 21, for reference.
- The share of the core area taken by cells at floorplan is 10.15%.
- Averaged over all synthesized cells, the footprint is 18.24 um2.
- The cell area after synthesis is around 350 um2, for reference.
- Yosys attributes the largest share of cell area to dfxtp_1 (92%), xnor2_1 (5.1%), xor2_1 (2.5%).
- The critical path capture point type is an output port, for reference.
- For this run, the script counts the antenna cells in the layout as 0.
- The via count of the first global-routing pass is 197, for reference.
- The total global routing track utilization is between 2 and 2.5%, for reference.
- The clock drives 16 sinks.
- The register with the most flip-flops in the layout has 16 of them.
- The count of endpoints failing hold in the final timing report is 0, for reference.
- The first-pass iteration count of the detailed router is 2, for reference.
- The achievable clock frequency is between 700 and 800 MHz, for reference.
- Per the CTS log, the maximum H-tree level is 1.
- The type of the most critical hold path is reg2reg, for reference.
- The area growth from synthesis to layout is 84.84%.
- The share of final-layout standard cells stronger than drive strength 1 is 43.90%, for reference.
- The count of pins over their slew limit is 0, for reference.
- The register with the most flip-flops in the final layout is memory.
- STA puts the critical path data required time at 1.12 ns.
- For the worst-skew pair, the clock arrives at the later sink with an insertion delay of about 0.27 ns.
- The number of flip-flops and latches in the synthesized netlist is 16, for reference.
- Per the cell usage report, the commonest logic cells after layout are dfxtp_2 (12), clkdlybuf4s50_1 (8), dlymetal6s2s_1 (7).
- During I/O placement, the number of pins put on the boundary was 17.
- The data arrival time at the worst-slack endpoint is roughly 1.1 ns, for reference.
- The horizontal die size is ~80 um, for reference.
- Checking max transition, the worst relative margin is 88.72%.
- The total buffers and inverters traversed by the critical path is 1, for reference.
- Per the detail_route report, the via count comes to 210.
- The largest total area in the synthesized netlist belongs to dfxtp_1.
- The report lists the cells along the critical path as clkdlybuf4s50_1.
- The clock arrives with 0.0009144 ns of skew.
- The critical path is of the reg2out type.
- The sequential-to-total area share from yosys stat is between 90 and 100%, for reference.
- In the final layout, the registers with the most flip-flops are memory (16).
- Synthesis handed over a netlist of 19 instances.
- The number of placed instances, taps included, is 81.
- Synthesis instantiated 3 different standard cells from the library.
- The post-route clock period utilization is 96.11%, for reference.
- The pin closest to its max-slew limit shows a slew of 0.1687 ns.
- The clock tree from TritonCTS is done, for reference.
- The report shows a maximum critical-path fanout of 2.
- The largest delay contributor family on the critical path is buffers and inverters, for reference.
- The synthesis warning total is 1, for reference.
- Setup total negative slack on the finished layout was measured at 0 ns.
- The number of nets with antenna violations after detailed routing is 0, for reference.
- The floorplan step set the die height to 80 um.
- The leakage dissipation is 0.3661 nW, for reference.
- The maximum resistive drop on vdd is between 0.2 and 0.3 mV, for reference.
- The yosys synthesis chip area is 346.6 um2, for reference.
- Setup repair after global routing left no endpoint under its margin.
- The synthesized design devotes to its leading area cell type 92.42% of total area.
- The die covers 6400 um2.
- The delay of the slowest critical-path stage is 0.46 ns, for reference.
- The initial antenna violation count was 0.
- The number of vias per cell is 2.414, for reference.
- The total wire length is 756 um, for reference.
- The number of buffers on the longest clock path is 2, for reference.
- The final weighted congestion of routability-driven global placement is 0.6283, for reference.
- The worst setup path is launched from a register.
- The number of failing setup endpoints in the final timing report is 0, for reference.
- The count of unresolved DRC violations after routing is 0, for reference.
- The most common library cell in the layout ignoring fill and taps is dfxtp_2, for reference.
- The total number of warnings across the stage logs is 25, for reference.
- The clock transition time at the flip-flop clock pins of the worst setup and hold paths is 0.08 ns, for reference.
- Per the GRT congestion report, total overflow comes to 0.
- Yosys stat counts 19 cells in the synthesized netlist.
- The tool flagged a number of max-cap violations equal to 0.
- The script computed a power per unit cell area of 1059 nW/um2.
- The average wire per standard cell is roughly 8.7 um, for reference.
- The first global-routing pass estimated 1076 um of wire.
- The cell at the root of the clock tree is clkbuf_4, for reference.
- The core region is 3416 um2.
- The first-iteration detailed-routing DRC count is 7, for reference.
- For this run, the number of standard cells in the final layout without fillers is just under 90.
- The minimum clock period is 1.346 ns, for reference.
- The pin count of the biggest net entering global routing is 9, for reference.
[synthesized netlist by cell type]
cell,count
dfxtp_1,16
xor2_1,1
xnor2_1,2
[worst paths after layout]
path	to	slack (ns)	depth (start not counted)	start
min	memory[3]	0.35	0	memory[2]
min reg2reg	memory[3]	0.35	0	memory[2]
max	saida[16]	0.05	1	memory[16]
max reg2reg	memory[1]	0.56	3	memory[16]
[area by class of cell]
type	instances	area, um2
flip-flops and latches	16	335.3
repair buffers	19	198.9
fillers	384	2775
multi-input cells	3	26.28
clock buffers	3	22.52
well taps	46	57.56
[repair_timing]
action | 4_1_cts | 5_1_grt
setup endpoints to repair | 5 | 11
setup buffers | 0 | 3
resized | 6 | 14
cloned | 0 | 0
[metal layers]
metal,part of all wire (%),global-route usage (%)
met5,0,0
met4,0,0.3521
met3,21,2.841
met2,38,2.568
met1,40,2.666
[power by group]
| group | total (mW) | internal (mW) | leakage [nW] | switching (mW) |
|---|---|---|---|---|
| Combinational | 0.000000217 | 0 | 0.217 | 0 |
| Sequential | 0.454 | 0.454 | 0.135 | 0 |
| Clock | 0.225 | 0.0996 | 0.0138 | 0.125 |
| Total | 0.679 | 0.554 | 0.366 | 0.125 |
[logic make-up after synthesis]
kind of cell	share of synthesized area, %
flops	92.42
xor+xnor	7.583
[per-stage QoR]
stage	util (%)	hold slack, ns	cell area [um2]	setup WS (ns)	power [mW]
floorplan	-	0.3096	346.6	0.7254	0.4653
global placement	16.52	0.3322	564.3	0.2534	0.4653
detailed placement	16.52	0.3362	564.3	0.2574	0.4653
CTS	17.33	0.3493	591.8	0.007021	0.6986
global route	18.75	0.3543	640.6	0.0009484	0.7198
finish	18.75	0.3473	640.6	0.05449	0.6787
[worst register-to-register path, delay by kind of cell, from the launching register on]
kind / cells / cell delay (ns)
buffers and inverters: 1 / 0.12
flip-flops: 1 / 0.32
XOR/XNOR: 2 / 0.29
No activity file was given, so power comes from the tool's default toggle rates.
